### flow/config.mk
export PLATFORM = sky130hd
export DESIGN_NAME = color_mapper
export DESIGN_NICKNAME = color_mapper
export VERILOG_FILES = /design/flow/design.v
export SDC_FILE = /design/flow/constraint.sdc
export NUM_CORES = 4
export LEC_CHECK = 1
export CORE_UTILIZATION = 40
### flow/constraint.sdc
current_design color_mapper

set clk_period 33.9
set clk_io_pct 0.2

create_clock -name clk0 -period $clk_period

set non_clock_inputs [all_inputs -no_clocks]
set_input_delay [expr $clk_period * $clk_io_pct] -clock clk0 $non_clock_inputs
set_output_delay [expr $clk_period * $clk_io_pct] -clock clk0 [all_outputs]
### flow/design.v
module  color_mapper ( input        [9:0] BallX, BallY,        
                                          BallS,               
                                          DrawX, DrawY,        
                       output logic [7:0] VGA_R, VGA_G, VGA_B  
                     );
    logic ball_on;
    logic [7:0] Red, Green, Blue;
    int DistX, DistY, Size;
    assign DistX = DrawX - BallX;
    assign DistY = DrawY - BallY;
    assign Size = BallS;
    assign VGA_R = Red;
    assign VGA_G = Green;
    assign VGA_B = Blue;
    always_comb
    begin : Ball_on_proc
        if ( ( DistX*DistX + DistY*DistY) <= (Size * Size) ) 
            ball_on = 1'b1;
        else 
            ball_on = 1'b0;
    end
    always_comb
    begin : RGB_Display
        if ((ball_on == 1'b1)) 
        begin
            Red = 8'hff;
            Green = 8'hff;
            Blue = 8'hff;
        end
        else 
        begin
            Red = 8'h3f; 
            Green = 8'h00;
            Blue = 8'h7f - {1'b0, DrawX[9:3]};
        end
    end 
endmodule
### flow/run.sh
#!/bin/bash
# OpenROAD 26Q1-2900-gdf79404cd8, Yosys 0.63+post, stock flow scripts
make -C /OpenROAD-flow-scripts/flow DESIGN_CONFIG=/design/flow/config.mk WORK_HOME=/design/flow/orfs finish
==> flow_metrics.tcl <==
# yosys + openroad results
set metrics [dict create \
    fmax_mhz 41.8 \
    tns_ps 0 \
    status "finished, final reports clean" \
    ys_types 62 \
    grt_max_degree 17 \
    wl_met2_um 12100 \
    end_kind "primary output" \
    wire_per_inst_um 13.1 \
    rows 64 \
    syn-instance-count 1410 \
    finalCriticalPeriod_ps 23930 \
    min_from "DrawX[5]" \
    hold_viol 0 \
    layout.cells.non_filler 1857 \
    slew_viol_final 0 \
    syn_avg_cell_area_um2 8.99 \
    ff_count 0 \
    crit_type "in -> out" \
    drc 0 \
    grt_pass1_vias 9166 \
    io_pins 74 \
    diodes 0 \
    wl_met3_um 1490 \
    cp-start-kind "input pin" \
    ctsHoldBuffers 0 \
    ys_cells 1410 \
    maxCapViolations 0 \
    hold_depth 3 \
    yosys-stat-area_um2 12700 \
    area_growth_pct 8.58 \
    vias 8710 \
    slew_headroom_pct 44.9 \
    final_core_util_pct 44.5 \
    ys_seq_share_pct 0 \
    warnings 42 \
    whs_endpoint "VGA_B[2]" \
    die_h_um 180 \
    required_ps 27120 \
    drive_above_1_share_pct 2.12 \
    grt_usage_pct 17.0 \
    drt_iter0_drc 228 \
    hp-class "in -> out" \
    grt_pass1_wl_um 42600 \
    hpwl_um 22500 \
    final-seq-area_um2 0 \
    post_cts_buffers 0 \
    core_um2 30900 \
    yosys_warnings 1 \
    arrival_ps 17150 \
    top_layer "met4" \
    tightest_slew_ps 823 \
    io_buffers 68 \
    drtAntennaViolNets 0 \
    rsz0062_at_grt "false" \
    clock_buffers 0 \
    vias_per_cell 4.69 \
    ctsResizeCount 0 \
    slowest_stage "fa_1" \
    die_w_um 180 \
    fillers 3001 \
    core_util_floorplan_pct 41.0 \
    m1WireLength_um 10700 \
    grt_overflow 0 \
    finalSetupViolCount 0 \
    dieArea_um2 32400 \
    antenna_found_initial 0 \
    lay_top_count "inv_1" \
    final_cell_mix "inv_1, fa_1, ha_1, nor2_1, nand2_1" \
    dp_cells 1857 \
    cp_max_fo 11 \
    finalCritPeriodShare_pct 70.6 \
    gp_congestion 0.884 \
    drtPass1Iterations 6 \
    crit_path_max_incr_delay_ps 620 \
    wirelength_um 24400 \
    syn-cell-area_um2 12700 \
]
-- cell type report --
type	instances	area (um^2)	area share (%)
Inverter	409	1540	11.2
Multi-Input combinational cell	973	11000	79.7
Tap cell	396	495	3.60
Timing Repair Buffer	79	763	5.54
-- through the flow --
stage	hold slack, ps	setup WS, ps	cell area (um^2)
after floorplan	13580	11500	12700
after detailed placement	14500	9900	13800
after global placement	14500	10000	13800
final	14490	9970	13800
after CTS	14500	9850	13800
after global routing	14530	9180	13800
-- cell usage after synthesis, drive strengths merged, types with 3 or more instances --
| library cell | instances | area share (%) |
|---|---|---|
| fa | 292 | 46 |
| nor2 | 104 | 3.1 |
| a31oi | 10 | 0.49 |
| a21o | 21 | 1.2 |
| nand3 | 6 | 0.28 |
| clkbuf | 13 | 0.38 |
| a21oi | 32 | 1.3 |
| buf | 20 | 1.1 |
| or2 | 3 | 0.15 |
| nor2b | 15 | 0.80 |
| ha | 175 | 17 |
| or3 | 5 | 0.25 |
| and3 | 4 | 0.20 |
| inv | 403 | 12 |
| nand4 | 6 | 0.30 |
| a211oi | 4 | 0.24 |
| xor2 | 21 | 1.5 |
| nand2b | 13 | 0.64 |
| mux2i | 3 | 0.24 |
| clkinv | 6 | 0.18 |
| nor3 | 10 | 0.39 |
| nand2 | 99 | 2.9 |
| o21ai | 20 | 0.79 |
| a21boi | 3 | 0.18 |
| nor3b | 3 | 0.18 |
| o21a | 14 | 0.83 |
| xnor2 | 48 | 3.4 |
| and2 | 28 | 1.4 |
-- routing by layer --
metal,track usage (%),vias up
met4,0.855,0
li1,-,4308
met2,28.2,176
met3,4.30,8
met1,24.7,4218
met5,0.889,-
-- worst max path at each step --
stage | cells after the start | slack, ps | start | endpoint
finish | 39 | 9970 | BallX[1] | VGA_G[1]
global route | 39 | 9180 | BallX[1] | VGA_G[1]
CTS | 39 | 9850 | BallX[1] | VGA_B[7]
-- critical path, delay by kind of cell --
kind	cells	cell delay, ps
XOR/XNOR	2	670
adder cells (fa/ha/maj)	10	4370
buffers and inverters	9	1520
AND-OR/OR-AND	13	2810
AND/OR/NAND/NOR	5	1040
-- cells by family after synthesis --
| kind of cell | synth area share, % |
|---|---|
| AOI/OAI and AO/OA | 6.86 |
| xor gates and xnor gates | 4.88 |
| adders and majority gates | 63.4 |
| buffers and inverters | 13.6 |
| muxes | 0.326 |
| other | 0.0296 |
| and+or+nand+nor | 10.9 |
